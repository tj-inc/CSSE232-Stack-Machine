**flow/config.mk**
```make
export PLATFORM = sky130hd
export DESIGN_NAME = alu16b
export DESIGN_NICKNAME = alu16b
export VERILOG_FILES = /design/flow/design.v
export SDC_FILE = /design/flow/constraint.sdc
export NUM_CORES = 4
export LEC_CHECK = 1
export CORE_UTILIZATION = 50
```
**flow/constraint.sdc**
```tcl
current_design alu16b

set clk_period 11.2
set clk_io_pct 0.2

create_clock -name clk0 -period $clk_period

set non_clock_inputs [all_inputs -no_clocks]
set_input_delay [expr $clk_period * $clk_io_pct] -clock clk0 $non_clock_inputs
set_output_delay [expr $clk_period * $clk_io_pct] -clock clk0 [all_outputs]
```
**flow/design.v**
```verilog
`timescale 1ns / 1ps
module alu16b(
    input signed [15:0] A,
    input signed [15:0] B,
    input [3:0] ALUop,
    output reg signed [15:0] S,
    output IsZero,
    output OFL
    );
	 reg canOverflow;
	 reg isSubtraction;
	 always @(A or B or ALUop) begin
		case (ALUop)
			4'b0000: begin
				S <= A + B;
			end
			4'b0001: begin
				S <= A - B;
			end
			4'b0010: begin
				S <= A << B;
			end
			4'b0011: begin
				S <= A >> B;
			end
			4'b0100: begin
				S <= A & B;
			end
			4'b0101: begin
				S <= A | B;
			end
			4'b0110: begin
				S <= A ^ B;
			end
			4'b0111: begin
				S <= ~A;
			end
			4'b1001: begin
				S <= -A;
			end
			default: begin
				S <= -1;
			end
		endcase
	 end
	 always @(ALUop) begin
		case (ALUop)
			4'b0000, 4'b0001: canOverflow <= 1;
			default: canOverflow <= 0;
		endcase
	 end
	 always @(ALUop) begin
		case (ALUop)
			4'b0001: isSubtraction <= 1;
			default: isSubtraction <= 0;
		endcase
	 end
	 assign IsZero = (S == 0);
	 assign OFL = canOverflow & ((~A[15] & (isSubtraction ~^ B[15]) & S[15]) | (A[15] & (isSubtraction^B[15]) & ~S[15]));
endmodule
```
**flow/run.sh**
```bash
#!/bin/bash
# OpenROAD 26Q1-2900-gdf79404cd8, Yosys 0.63+post, stock flow scripts
make -C /OpenROAD-flow-scripts/flow DESIGN_CONFIG=/design/flow/config.mk WORK_HOME=/design/flow/orfs finish
```
==> flow_summary_export.csv <==
group,metric,value,unit
job,warnings,50,
power_and_ir_drop,internal_power,0.106,mW
power_and_ir_drop,power_leakage,2.04,nW
layout,combGateArea,4210,µm²
global_routing,grt.overflow.total,0,
detailed_routing,dr.pass1.iters,7,
yosys,yosys.area.top_type_share,13.3,%
critical_path,required,8960,ps
final_timing,worstMarginPinSlew,875,ps
yosys,synthTopCellsByArea,"ha_1 (13%), mux4_2 (12%), mux2i_1 (9.1%)",
clocking,cts_hold_buffers,0,
power_and_ir_drop,pwr-share-clk,0,%
detailed_routing,wl,16.4,mm
layout,mostFrequentLayoutCells,"a21oi_1 (56), clkdlybuf4s50_1 (51), ha_1 (49)",
power_and_ir_drop,irDropWorstVdd,0.0322,mV
die,die_y,98.0,µm
clocking,cts_resized,0,
power_and_ir_drop,p_per_area,46.3,nW/µm²
layout,syn2layout_area_growth,11.0,%
status,status,"finished clean",
place,routabilityCongestion,1.02,
die,top_level_ports,54,
yosys,simple_gate_share,22.9,%
layout,lay_top_count,"a21oi_1",
yosys,yosysUniqueCellTypes,76,
detailed_routing,vias_per_cell,6.82,
final_timing,rsz0062_at_grt,"false",
die,core,8810,µm²
detailed_routing,drt_iter0_markers,592,
global_routing,grt_usage,35.5,%
layout,ff_count,0,
place,dp_slack,1740,ps
layout,fillers,834,
final_timing,report.final.hold_viol_count,0,
final_timing,slew_violations,0,
die,die_x,98.0,µm
power_and_ir_drop,seqPwrFrac,0,%
detailed_routing,drc,0,
yosys,ys_area,4610,µm²
yosys,compound_area_share,25.3,%
yosys,top_area_cell,"ha_1",
detailed_routing,antenna_cells,0,
clocking,post_cts_buffers,0,
die,die-area,9610,µm²
yosys,ys_warn_count,1,
place,port_buffers,54,
power_and_ir_drop,swShare,55.5,%
global_routing,antenna_found_initial,0,
yosys,ys_sh_adder,13.7,%
yosys,synthesis.area,4610,µm²
power_and_ir_drop,p_sw,0.132,mW
min_path,holdCritPathClass,"in2out",
final_timing,setup_viol,0,
yosys,logic_family,"AND-OR/OR-AND gates",
yosys,ys_sh_mux,23.1,%
detailed_routing,ant_nets,0,
layout,flop_area,0,µm²
global_routing,grt_pass1_wl,26.2,mm
job,drv_cap,0,
final_timing,period_needed,9470,ps
layout,nClkBuffers,0,
critical_path,cp_max_fo,18,
global_routing,grt_pass1_vias,4619,
die,fp_util,52.4,%
yosys,post_synth.cell_area_avg,7.38,µm²
critical_path,critPathKind,"in2out",
critical_path,worstSetupEndpointType,"primary output",
global_routing,grt_max_degree,56,
final_timing,slew_headroom,41.5,%
yosys,synth_stat.cells,625,
layout,drive_above_1_share,10.2,%
critical_path,cp-start-kind,"input pin",
place,dp_hpwl,12.4,mm
final_timing,final.setup.worst_slack,1730,ps
yosys,synthCells,625,
power_and_ir_drop,p_comb_share,100.0,%
detailed_routing,num_vias,5067,
final_timing,fin_tns_setup,0,ps
yosys,synth-seq-area-share,0,%
final_timing,finalClockPeriodUsage,84.6,%
yosys,synthXorXnorAreaFrac,6.08,%
detailed_routing,wl_per_cell,22.1,µm
critical_path,worstPathArrival,7230,ps
power_and_ir_drop,power,0.237,mW
final_timing,fmax,106,MHz
die,row_count,34,
critical path, cell delays in order:
cell and delay [ps]:
clkdlybuf4s50_1 630, nor3_2 230, buf_4 270, nand2_1 230, o21ai_0 410, inv_1 90, ha_1 280, nand2b_1 90
a21oi_1 140, nor4b_1 580, o21ai_0 320, and4_1 240, or3_1 350, or4_1 490, nor4_2 140, clkdlybuf4s50_1 490
metrics by stage:
step,instance area (µm²),util (%),cells,hold WS [ps]
floorplan,4610,-,625,4670
global route,5120,58.1,743,5710
global placement,5120,58.1,743,5670
CTS,5120,58.1,743,5650
finish,5120,58.1,743,5660
detailed placement,5120,58.1,743,5640
path summary, 6_finish.rpt:
kind / slack, ps / depth (start not counted) / end / start
worst max-delay path: 1730 / 16 / IsZero / ALUop[2]
worst min-delay path: 5660 / 6 / S[7] / B[0]
per-layer routing:
metal  GRT usage (%)  vias to the layer above  wire length, µm
met3            5.09                       33             1580
met5               0                        -                0
met2            54.5                      273             7270
li1                -                     2402                -
met1            53.1                     2359             7120
met4            8.62                        0              435
cell usage after synthesis (5+ instances only):
master and instances:
inv_1 35, a211o_1 7, or4_1 6, xor2_1 5, o31ai_1 8, a21oi_1 56, buf_1 7, nand2_1 39
nor4_1 8, o22ai_1 17, nand4_1 11, mux2_2 7, or3_1 5, buf_2 9, nand2b_1 16, ha_1 49
mux2i_1 42, clkbuf_1 36, xnor2_1 27, nor2_1 36, a31oi_1 9, o211ai_1 5, and2_1 5, inv_2 6
nor2b_1 5, a211oi_1 6, nor3_1 18, o21ai_0 15, o221ai_1 5, mux4_2 24, nand3_1 19
kinds of logic after synthesis:
| group | after synthesis |
|---|---|
| simple gates | 196 |
| fa+ha+maj | 50 |
| mux | 74 |
| compound gates | 175 |
| buf+inv | 98 |
| xor+xnor | 32 |
area by class of cell:
cell class | instances | share of cell area [%]
multi-input combinational | 527 | 82.2
inverter | 41 | 3.01
tap | 108 | 2.64
timing repair buffer | 67 | 12.2
power groups by stage:
stage | Combinational (mW) | Clock (mW) | Sequential (mW)
6_report | 0.237 | 0 | 0
5_1_grt | 0.259 | 0 | 0
4_1_cts | 0.234 | 0 | 0
No activity file was given, so power comes from the tool's default toggle rates.
