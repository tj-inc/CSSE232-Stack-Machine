## flow/config.mk

```make
export PLATFORM = sky130hd
export DESIGN_NAME = subone14b
export DESIGN_NICKNAME = subone14b
export VERILOG_FILES = /design/flow/design.v
export SDC_FILE = /design/flow/constraint.sdc
export NUM_CORES = 4
export LEC_CHECK = 1
export CORE_AREA = 10 10 70 70
export DIE_AREA = 0 0 80 80
```

## flow/constraint.sdc

```tcl
current_design subone14b

set clk_period 4.7
set clk_io_pct 0.2

create_clock -name clk0 -period $clk_period

set non_clock_inputs [all_inputs -no_clocks]
set_input_delay [expr $clk_period * $clk_io_pct] -clock clk0 $non_clock_inputs
set_output_delay [expr $clk_period * $clk_io_pct] -clock clk0 [all_outputs]
```

## flow/design.v

```verilog
`timescale 1ns / 1ps
module subone14b(
    input [13:0] a,
    output [13:0] s
    );
	 wire s0;
	 wire s1;
	 wire s2;
	 wire s3;
	 wire s4;
	 wire s5;
	 wire s6;
	 wire s7;
	 wire s8;
	 wire s9;
	 wire s10;
	 wire s11;
	 wire s12;
	 wire s13;
	 wire c1;
	 wire c2;
	 wire c3;
	 wire c4;
	 wire c5;
	 wire c6;
	 wire c7;
	 wire c8;
	 wire c9;
	 wire c10;
	 wire c11;
	 wire c12;
	 wire c13;
	 assign s0 = ~a[0];
	 assign s1 = (a[1] && c1) + (~a[1] && ~c1);
	 assign s2 = (a[2] && c2) + (~a[2] && ~c2);
	 assign s3 = (a[3] && c3) + (~a[3] && ~c3);
	 assign s4 = (a[4] && c4) + (~a[4] && ~c4);
	 assign s5 = (a[5] && c5) + (~a[5] && ~c5);
	 assign s6 = (a[6] && c6) + (~a[6] && ~c6);
	 assign s7 = (a[7] && c7) + (~a[7] && ~c7);
	 assign s8 = (a[8] && c8) + (~a[8] && ~c8);
	 assign s9 = (a[9] && c9) + (~a[9] && ~c9);
	 assign s10 = (a[10] && c10) + (~a[10] && ~c10);
	 assign s11 = (a[11] && c11) + (~a[11] && ~c11);
	 assign s12 = (a[12] && c12) + (~a[12] && ~c12);
	 assign s13 = (a[13] && c13) + (~a[13] && ~c13);
	 assign c1 = a[0];
	 assign c2 = a[1] || c1;
	 assign c3 = a[2] || c2;
	 assign c4 = a[3] || c3;
	 assign c5 = a[4] || c4;
	 assign c6 = a[5] || c5;
	 assign c7 = a[6] || c6;
	 assign c8 = a[7] || c7;
	 assign c9 = a[8] || c8;
	 assign c10 = a[9] || c9;
	 assign c11 = a[10] || c10;
	 assign c12 = a[11] || c11;
	 assign c13 = a[12] || c12;
	 assign s = {s13,s12,s11,s10,s9,s8,s7,s6,s5,s4,s3,s2,s1,s0};
endmodule
```

## flow/run.sh

```bash
#!/bin/bash
# OpenROAD 26Q1-2900-gdf79404cd8, Yosys 0.63+post, stock flow scripts
make -C /OpenROAD-flow-scripts/flow DESIGN_CONFIG=/design/flow/config.mk WORK_HOME=/design/flow/orfs finish
```

==> summary.txt <==
This note records the results obtained with Yosys and OpenROAD.

Outcome
The run finished with clean final reports.

STA
Measured against its own limit, the worst slew margin works out to 91.41%. Per the timing report, the achievable frequency comes out to 216.6 MHz. Setup repair after global routing left no endpoint under its margin.

The number of max-slew violations in the final report is 0. From the final report, the count of setup violators was given as 0. The pin closest to its max-slew limit shows a slew of 0.1283 ns.

The final layout reports a setup TNS of 0 ns. The worst path uses 98.22% of the clock period. The final timing report lists a hold violation count of 0.

Counting I/O delays and the setup requirement, the final critical path takes 4.616 ns.

Synthesis
For this run, the number of Yosys warnings is 0. Yosys reports that the most numerous cell types are sky130_fd_sc_hd__inv_1 (25), sky130_fd_sc_hd__buf_4 (14), sky130_fd_sc_hd__ha_1 (12), sky130_fd_sc_hd__xor2_1 (1). The average footprint of a synthesized cell is 6.882 µm². The most popular library cell in the synthesized design by count is sky130_fd_sc_hd__inv_1. In this run the biggest area consumer among cell types represents 41.96% of the synthesized area. Sorting the Yosys area breakdown by cell type puts at the top sky130_fd_sc_hd__ha_1.

After technology mapping, the gate count stands at 52. By area the synthesized netlist is led by sky130_fd_sc_hd__ha_1 (42%), sky130_fd_sc_hd__buf_4 (29%), sky130_fd_sc_hd__inv_1 (26%), sky130_fd_sc_hd__xor2_1 (2.4%). The count of different cell masters after synthesis is 4.

The share of synthesized area occupied by flip-flops and latches is 0%. The synth_stat.txt file lists the number of cells as 52. Summing every instance area after synthesis gives 357.8 µm². For this run, the chip area from Yosys synthesis comes to 357.8 µm².

Cells and area
The cell area after layout is 748.2 µm². After filler insertion, the fill cell instance count of the layout stands at 381. The clock tree buffer count of the final layout is 0. In the finished design the tool counted flip-flops and latches totalling 0. The area growth from synthesis to layout is 109.1%. The share of cells above drive strength 1 is 22.39%. The final core area utilization is 21.90%. The layout report lists the combined flip-flop and latch area as 0 µm².

Worst setup path
The largest single stage delay on the critical path is 0.47 ns. The largest delay contributor family on the critical path is adder cells. The critical-path cell with the highest stage delay is sky130_fd_sc_hd__clkdlybuf4s50_1.

The category of the worst setup path launch point is an input port. The number of buffers and inverters on the critical path is 4. The signal on the critical path passes through clkdlybuf4s50_1 -> inv_2 -> ha_4 -> ha_4 -> ha_4 -> ha_4 -> ha_4 -> ha_4 -> ha_4 -> ha_4 -> ha_4 -> ha_4 -> ha_4 -> ha_4 -> inv_2 -> dlygate4sd2_1. The most frequent cell on the critical path is sky130_fd_sc_hd__ha_4. The required time of the worst setup path is 3.76 ns. The critical setup path kind is input port to output port.

The signal arrival time at the worst endpoint is 3.68 ns. The critical path endpoint category is an output port. Of all nets on the critical path, the largest fanout is 2.

Detailed routing
The initial DRC count is 0. The number of nets with antenna violations after detailed routing is 0. The average detailed-routed wire length per instance is 8.301 µm. Per the detail_route report, DRC violations left total 0. Per the detail_route log, met3 wirelength is 170 µm. Summed over all nets, wire length on met2 after detailed routing comes to 312 µm. Dividing the detail-routed via count by the number of cells gives 2.841. The highest routing layer actually used is met3. The total iterations of the first detailed-routing run is 1. The via count is 321.

The final layout contains routed wiring with a total length of 938 µm. The final antenna diode count is 0. In the per-layer breakdown of the detailed-route log, met1 shows 454 µm.

Power
The share of power burned in registers is 0%. The power density over the cells is 55.80 mW/mm². The total power draw is 0.00004175 W. In this run switching power makes up 29.25% of total power. The standby leakage power is 0.3590 nW. The relative contribution of combinational cells to total power is 100.0%.

The switching power summed over all nets is 0.00001221 W. The share of total power in the clock network is 0%. The worst ir drop on vdd is 0.02308 mV. The internal power component is 0.00002954 W.

Flow run
The number of warnings reported in the stage logs is 32. The report counts max-capacitance violations totalling 0.

Global routing
The overall global routing resource usage is 2.979%. The initial antenna violation count is 0. The wire length of the first global-routing pass is 1.593 mm. The via count of the first global-routing pass was 372. Entering global routing, the biggest net connects 3 pins.

For this run the aggregate overflow at the end of global routing stands at 0.

Floorplan
The area of the chip is 0.006400 mm². The row count is 21. The floorplan report gives the top-level pin count as 28. The die extent in x is 80 µm.

Once the floorplan was initialized, standard cells occupied 10.48% of the core. According to the floorplan report, the placeable core area is 0.003416 mm². The floorplan step set the die height to 80 µm.

Place
Per the detailed placement report, the placed cell area equals 598.1 µm². The quantity of I/O buffers inserted on ports is 28. The placer's final routability congestion estimate is 0.7729. In the placement report, post-DP HPWL is listed as 784.2 µm.

Clock tree
The post-CTS repair timing setup buffer count is 0.

Worst hold path
The worst hold path class is input port to output port.
==> cell usage in the layout, fill, tap and decap left out <==
cell	synthesis	layout
sky130_fd_sc_hd__inv_2	0	2
sky130_fd_sc_hd__xor2_1	1	1
sky130_fd_sc_hd__inv_1	25	23
sky130_fd_sc_hd__dlygate4sd2_1	0	2
sky130_fd_sc_hd__ha_4	0	12
sky130_fd_sc_hd__dlymetal6s2s_1	0	1
sky130_fd_sc_hd__buf_4	14	1
sky130_fd_sc_hd__clkdlybuf4s50_1	0	24
sky130_fd_sc_hd__clkdlybuf4s15_1	0	1
==> stage by stage <==
| step | instances | setup slack (ns) | hold WS, ns |
|---|---|---|---|
| 6_report | 113 | 0.08369 | 2.592 |
| 5_1_grt | 113 | 0.006096 | 2.632 |
| 4_1_cts | 113 | 0.04561 | 2.656 |
| 3_5_place_dp | 113 | -0.5043 | 2.818 |
| 3_3_place_gp | 113 | -0.4728 | 2.817 |
| 2_1_floorplan | 52 | 0.4484 | 2.014 |
==> per-layer routing <==
metal / vias to the layer above / global-route usage (%)
met2: 26 / 4.655
met3: 0 / 1.705
met1: 136 / 3.691
li1: 159 / -
met4: 0 / 0
met5: - / 0
==> repair_timing <==
| item | CTS | global route |
|---|---|---|
| hold buffers | 0 | 0 |
| resized | 26 | 4 |
| cloned | 0 | 0 |
| pin swaps | 13 | 3 |
| setup endpoints to repair | 4 | 2 |
==> final cells by class <==
cell class	instances	area (µm²)	area share, %
inverter	25	93.84	12.54
multi-input combinational	13	309.0	41.30
tap	46	57.56	7.692
timing repair buffer	29	287.8	38.46
==> logic make-up (layout without fill, tap and decap cells) <==
family | count (synthesis) | after routing | share of synthesized area [%]
XOR/XNOR | 1 | 1 | 2.448
adder cells (fa/ha/maj) | 12 | 12 | 41.96
buffers and inverters | 39 | 54 | 55.59
==> final timing paths <==
path / from / to / slack [ns] / depth (start not counted)
worst max-delay path: a[0] / s[12] / 0.08 / 16
worst min-delay path: a[13] / s[13] / 2.59 / 3
==> power by group through the flow <==
stage	clock network [W]	registers, W	logic (W)
5_1_grt	0	0	0.0000475
4_1_cts	0	0	0.0000418
6_report	0	0	0.0000417
Power is estimated from default activity; no workload was simulated.
