## ./config.mk

```make
export PLATFORM = sky130hd
export DESIGN_NAME = mux8_16b
export DESIGN_NICKNAME = mux8_16b
export VERILOG_FILES = /design/flow/design.v
export SDC_FILE = /design/flow/constraint.sdc
export NUM_CORES = 4
export LEC_CHECK = 1
export CORE_AREA = 10 10 90 90
export DIE_AREA = 0 0 100 100
```

## ./constraint.sdc

```tcl
current_design mux8_16b

set clk_period 3.4
set clk_io_pct 0.2

create_clock -name clk0 -period $clk_period

set non_clock_inputs [all_inputs -no_clocks]
set_input_delay [expr $clk_period * $clk_io_pct] -clock clk0 $non_clock_inputs
set_output_delay [expr $clk_period * $clk_io_pct] -clock clk0 [all_outputs]
```

## ./design.v

```verilog
module mux8_16b(
	input [15:0] A,
	input [15:0] B,
	input [15:0] C,
	input [15:0] D,
	input [15:0] E,
	input [15:0] F,
	input [15:0] G,
	input [15:0] H,
	input [2:0] control,
	output [15:0] Y
	);
reg [15:0] F0;
always @(A or B or C or D or E or F or G or H or control) begin
	case (control)
		3'b000: begin
			F0 = A;
		end
		3'b001: begin
			F0 = B;
		end
		3'b010: begin
			F0 = C;
		end
		3'b011: begin
			F0 = D;
		end
		3'b100: begin
			F0 = E;
		end
		3'b101: begin
			F0 = F;
		end
		3'b110: begin
			F0 = G;
		end
		3'b111: begin
			F0 = H;
		end
	endcase
end
assign Y = F0;
endmodule
```

## ./run.sh

```bash
#!/bin/bash
# OpenROAD 26Q1-2900-gdf79404cd8, Yosys 0.63+post, stock flow scripts
make -C /OpenROAD-flow-scripts/flow DESIGN_CONFIG=/design/flow/config.mk WORK_HOME=/design/flow/orfs finish
```

==> out/metrics.json <==
{
  "final_timing": {
    "setup-violations-final": 0,
    "tightest_slew_ns": 0.300,
    "tns_ns": 0,
    "rsz_0062_raised_after_global_routing": "false",
    "final_min_period_over_clock_period": 0.957,
    "pins_over_their_slew_limit": 0,
    "final_period_minus_worst_setup_slack_ns": 3.25,
    "timing.max_slew.rel_slack": 0.800,
    "hold_violations": 0,
    "f_max_mhz": 307
  },
  "logic_synthesis": {
    "yosysWarningCount": 1,
    "synthesized_instance_count": 177,
    "synth.yosys.num_cells": 177,
    "yosys.stat.seqShare": 0,
    "netlist.top_cell.by_area": "sky130_fd_sc_hd__a22oi_1",
    "synth.most_common_cell": "sky130_fd_sc_hd__a22oi_1",
    "mapped_area_mm2": 0.00111,
    "syn_avg_cell_area_um2": 6.30,
    "synth_cell_type_count": 27,
    "synthTopCellsByCount": "sky130_fd_sc_hd__a22oi_1, sky130_fd_sc_hd__nor2_1, sky130_fd_sc_hd__mux2i_1, sky130_fd_sc_hd__nand2_1, sky130_fd_sc_hd__nand2b_1",
    "area_leaders": "sky130_fd_sc_hd__a22oi_1, sky130_fd_sc_hd__mux2i_1, sky130_fd_sc_hd__nand2b_1, sky130_fd_sc_hd__a31oi_1, sky130_fd_sc_hd__nor2_1",
    "top_area_frac": 0.155,
    "yosys-stat-area_mm2": 0.00111
  },
  "setup_path": {
    "path_max_fanout": 12,
    "cpLargestDelayFamily": "buffers and inverters",
    "arrival_time_at_the_worst_endpoint_ns": 2.57,
    "cpMostUsedCell": "sky130_fd_sc_hd__clkdlybuf4s50_1",
    "cp_max_stage_delay_ns": 0.55,
    "worst-setup-path-type": "input pin to primary output",
    "worstPathRequired_ns": 2.72,
    "worst-path-buf-inv": 2,
    "cp-start-kind": "input pin",
    "cp_slowest_cell": "sky130_fd_sc_hd__clkdlybuf4s50_1",
    "critPathCaptureType": "primary output",
    "crit_chain": "clkdlybuf4s50_1, nor2b_4, and2_2, a22oi_1, a21oi_1, clkdlybuf4s50_1"
  },
  "place": {
    "final_wtd_congestion": 0.813,
    "placed_area_mm2": 0.00268,
    "dpl.hpwl_mm": 6.13,
    "numPortBuffers": 147
  },
  "run": {
    "timing.max_cap.violations": 0,
    "stage_log_warnings": 32
  },
  "grt": {
    "grt_pass1_wl_mm": 10.8,
    "grt.total_usage": 0.132,
    "grt_overflow_total": 0,
    "vias_in_the_first_global_route": 2002,
    "initial_antenna_violation_count": 0,
    "grt_max_degree": 22
  },
  "worst_hold_path": {
    "worstHoldPathType": "input pin to primary output"
  },
  "drt": {
    "drc": 0,
    "drt_iter0_drc": 84,
    "antenna_cells": 0,
    "viasPerCell": 4.66,
    "antenna_left": 0,
    "vias": 1855,
    "wl_per_cell_um": 17.7,
    "drt_pass1_iterations": 6,
    "routed_wirelength_mm": 7.03
  },
  "layout": {
    "clock_buffer_count": 0,
    "area.growth.synth_to_final_pct": 140,
    "area.sequential_um2": 0,
    "final_util": 0.427,
    "num-fill-cells": 646,
    "fin_area_mm2": 0.00268,
    "seq_cell_count": 0,
    "post_route_cells_drive_above_1_share": 0.0654
  },
  "floorplan": {
    "floorplan.die_area_mm2": 0.0100,
    "fp-utilization": 0.178,
    "top_level_ports": 147,
    "core_area_mm2": 0.00628,
    "floorplan.rows": 29,
    "dieHeight_um": 100,
    "chipWidth_um": 100
  },
  "pwr": {
    "power_density_mw_per_mm2": 122,
    "power.ir.vdd_worst_uv": 46.4,
    "power_leakage_nw": 1.02
  },
  "run_status": {
    "status": "finished, final reports clean"
  },
  "clocking": {
    "count_of_buffers_added_by_post_cts_timing_repair_for_setup": 0,
    "cts_repair_resize_count": 0,
    "cts_hold_repair.buffers": 0
  }
}
## routing by layer
| metal | track usage | vias up | part of all wire |
|---|---|---|---|
| li1 | - | 948 | - |
| met1 | 0.156 | 808 | 0.40 |
| met2 | 0.230 | 97 | 0.48 |
| met3 | 0.0541 | 2 | 0.12 |
| met4 | 0.00435 | 0 | 0.0043 |
| met5 | 0 | - | 0 |
## cell families (layout without fill, tap and decap cells)
logic type      Yosys count  after routing  share of synthesized area
compound gates           68             68                      0.395
simple gates             72             72                      0.329
mux                      16             16                      0.145
buf+inv                  21            165                      0.131
## final timing paths
kind        from     to  slack [ns]  cells past startpoint
min   control[1]  Y[11]        2.20                      4
max   control[0]  Y[11]        0.15                      6
## report_power, final
group / internal, W / switching, W / total, W
clock network: 0 / 0 / 0
logic: 0.000229 / 0.0000982 / 0.000327
registers: 0 / 0 / 0
## layout by cell type (no fill, tap or decap), types with 2 or more instances in the layout
| master | instances |
|---|---|
| sky130_fd_sc_hd__inv_1 | 3 |
| sky130_fd_sc_hd__nor2_1 | 20 |
| sky130_fd_sc_hd__nor2b_4 | 2 |
| sky130_fd_sc_hd__nor2b_1 | 2 |
| sky130_fd_sc_hd__buf_12 | 2 |
| sky130_fd_sc_hd__a22o_1 | 4 |
| sky130_fd_sc_hd__a31oi_1 | 12 |
| sky130_fd_sc_hd__mux2i_1 | 15 |
| sky130_fd_sc_hd__clkdlybuf4s50_1 | 146 |
| sky130_fd_sc_hd__o21ai_0 | 13 |
| sky130_fd_sc_hd__a221oi_1 | 3 |
| sky130_fd_sc_hd__nand3_1 | 11 |
| sky130_fd_sc_hd__a21oi_1 | 12 |
| sky130_fd_sc_hd__nand2_1 | 15 |
| sky130_fd_sc_hd__a22oi_1 | 23 |
| sky130_fd_sc_hd__buf_4 | 13 |
| sky130_fd_sc_hd__nand2b_1 | 15 |
## stage by stage
step	hold WS [ns]	worst slack [ns]	std cells	power [W]
global route	2.25	0.0209	398	0.000356
floorplan	1.44	1.21	177	0.000103
CTS	2.20	0.135	398	0.000331
detailed placement	2.19	0.153	398	0.000330
global placement	2.22	0.171	398	0.000329
finish	2.20	0.147	398	0.000327
## cell type report
type | instances | area [um2] | area share
timing repair buffer | 162 | 1600 | 0.599
multi-input combinational | 156 | 968 | 0.361
tap | 77 | 96.3 | 0.0359
inverter | 3 | 11.3 | 0.00420
Power and IR drop assume default switching activity.
